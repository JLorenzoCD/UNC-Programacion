===== run.sh =====
#!/bin/bash
# OpenROAD 26Q1-2900-gdf79404cd8, Yosys 0.63+post, stock flow scripts
make -C /OpenROAD-flow-scripts/flow DESIGN_CONFIG=/design/flow/config.mk WORK_HOME=/design/flow/orfs finish

===== config.mk =====
export PLATFORM = sky130hd
export DESIGN_NAME = datapath
export DESIGN_NICKNAME = datapath
export VERILOG_FILES = /design/flow/design.v
export SDC_FILE = /design/flow/constraint.sdc
export NUM_CORES = 4
export LEC_CHECK = 1
export CORE_UTILIZATION = 40
export SYNTH_HDL_FRONTEND = slang

===== constraint.sdc =====
current_design datapath

set clk_period 142.6
set clk_io_pct 0.2

create_clock -name clk0 -period $clk_period [get_ports {clk}]

set non_clock_inputs [all_inputs -no_clocks]
set_input_delay [expr $clk_period * $clk_io_pct] -clock clk0 $non_clock_inputs
set_output_delay [expr $clk_period * $clk_io_pct] -clock clk0 [all_outputs]

===== design.v =====
module adder #(parameter N = 64)
			  (input logic [N-1:0] a, b,
			   output logic [N-1:0] y);
	assign y = a + b;
endmodule
module alu #(parameter N=64)
			(input logic [N-1:0] a, b,
			 input logic [3:0] ALUControl,
			 output logic [N-1:0] result,
			 output logic zero);
	always_comb begin
		casez(ALUControl)
			4'b0000: result = a & b;
			4'b0001: result = a | b;
			4'b0010: result = a + b;
			4'b0110: result = a - b;
			4'b0111: result = b;
			default: result = '1;
		endcase
		zero = ~(|result);  
	end
endmodule
module comp_n #(parameter N=64)
			   (input logic [N-1:0] a, b,
				output logic eq);
	assign eq = a === b;
endmodule
module datapath #(parameter N = 64)
				 (input logic reset, clk,
				  input logic reg2loc,
				  input logic [1:0] AluSrc,
				  input logic [3:0] AluControl,
				  input logic Branch,
				  input logic memRead,
				  input logic memWrite,
				  input logic regWrite,
				  input logic memtoReg,				  
				  input logic [31:0] IM_readData,
				  input logic [N-1:0] DM_readData,
				  input logic [3:0] EStatus,
				  input logic Exc, ERet,
				  output logic [N-1:0] IM_addr, DM_addr, DM_writeData,
				  output logic DM_writeEnable, DM_readEnable,
				  output logic ExcAck);
	logic PCSrc;
	logic [N-1:0] E_Branch, PCBranch, writeData3;
	logic [N-1:0] signImm, readData1, readData2, readData3;
	logic [N-1:0] NextPC, EVAddr;
	logic EProc;
	logic zero;
	fetch #(64) 	FETCH      (.PCSrc_F(PCSrc),
								.clk(clk),
								.reset(reset),
								.EProc_F(EProc),
								.PCBranch_F(PCBranch),
								.EVAddr_F(EVAddr),
								.imem_addr_F(IM_addr),
								.NextPC_F(NextPC));
	decode #(64)	DECODE     (.regWrite_D(regWrite),
								.reg2loc_D(reg2loc),
								.clk(clk),
								.writeData3_D(writeData3),
								.instr_D(IM_readData),
								.signImm_D(signImm),
								.readData1_D(readData1),
								.readData2_D(readData2));
	execute #(64)   EXECUTE    (.AluSrc(AluSrc),
								.AluControl(AluControl),
								.PC_E(IM_addr),
								.signImm_E(signImm),
								.readData1_E(readData1),
								.readData2_E(readData2),
								.readData3_E(readData3),
								.PCBranch_E(E_Branch),
								.aluResult_E(DM_addr),
								.writeData_E(DM_writeData),
								.zero_E(zero));
	memory  		MEMORY     (.Branch_M(Branch),
								.zero_M(zero),
								.PCSrc_M(PCSrc));
	writeback #(64) WRITEBACK  (.aluResult_W(DM_addr),
								.DM_readData_W(DM_readData),
								.memtoReg(memtoReg),
								.writeData3_W(writeData3));
	exception       EXCEPTION  (.clk(clk), .reset(reset),
								.Exc(Exc), .ERet(ERet),
								.EStatus(EStatus),
								.NextPC_X(NextPC),
								.imem_addr_X(IM_addr),
								.ALUBranch_X(E_Branch),
								.EDataSel(IM_readData[13:12]),
								.ExcAck(ExcAck),
								.EProc_X(EProc),
								.PCBranch_X(PCBranch),
								.readData_X(readData3),
								.EVAddr_X(EVAddr));
	assign DM_writeEnable = memWrite;
	assign DM_readEnable = memRead;
endmodule
module decode #(parameter N = 64)
			   (input logic regWrite_D, reg2loc_D, clk,
				input logic [N-1:0] writeData3_D,
				input logic [31:0] instr_D,
				output logic [N-1:0] signImm_D, readData1_D, readData2_D);
	logic [4:0] ra2;
	mux2 #(5) ra2mux	(.d0(instr_D[20:16]), .d1(instr_D[4:0]), .s(reg2loc_D), .y(ra2));
	regfile   registers (.clk(clk), .we3(regWrite_D), .ra1(instr_D[9:5]), .ra2(ra2), .wa3(instr_D[4:0]),
						 .wd3(writeData3_D), .rd1(readData1_D), .rd2(readData2_D));
	signext   ext   	(.a(instr_D), .y(signImm_D));
endmodule
module esync (input logic Exc, resetEsync, reset,
			  output logic out);
	always @(Exc, resetEsync, reset) begin
		if(reset) out <= 1'b0;
		if(resetEsync) out <= 1'b0;			
		if(Exc) out <= 1'b1;
	end
endmodule
module exception (input logic clk, reset, Exc, ERet,
				  input logic [3:0] EStatus,
				  input logic [63:0] NextPC_X, imem_addr_X, ALUBranch_X,
				  input logic [1:0] EDataSel,
				  output logic ExcAck, EProc_X,
				  output logic [63:0] PCBranch_X, readData_X,
				  output logic [63:0] EVAddr_X);
	logic [63:0] Exc_vector = 64'hD8;
	assign EVAddr_X = Exc_vector;
	logic comp_out, sync_out, EProc;
	assign EProc = sync_out & ~reset;
	assign EProc_X = EProc;
	assign ExcAck = comp_out;
	comp_n  #(64) EV_Comp (imem_addr_X, Exc_vector, comp_out);
	esync         ESync   (Exc, comp_out, reset, sync_out);
	logic [63:0] ERR_out, ELR_out;
	logic [3:0] ESR_out;
	flopr_e #(64) ERR     (clk, reset, EProc, NextPC_X, ERR_out);
	flopr_e #(64) ELR     (clk, reset, EProc, imem_addr_X, ELR_out);
	flopr_e #(4)  ESR     (clk, reset, EProc, EStatus , ESR_out);
	mux2    #(64) RET_SEL (ALUBranch_X, ERR_out, ERet, PCBranch_X);
	mux4    #(64) D_SEL   (ERR_out, ELR_out, {60'b0, ESR_out}, 64'b0, EDataSel, readData_X);
endmodule
module execute #(parameter N=64)
	(
		input logic [1:0] AluSrc,
		input logic [3:0] AluControl,
		input logic [N-1:0] PC_E, signImm_E, readData1_E, readData2_E, readData3_E,
		output logic [N-1:0] PCBranch_E, aluResult_E, writeData_E,
		output logic zero_E
	);
	logic [N-1:0] mux_out, sl2_out;
	mux4  #(N) MUX_E(readData2_E, signImm_E, readData3_E, readData3_E, AluSrc, mux_out);
	alu   #(N) ALU(readData1_E, mux_out, AluControl, aluResult_E, zero_E);
	sl2   #(N) ShiftLeft_E(signImm_E, sl2_out);
	adder #(N) Add_E(sl2_out, PC_E, PCBranch_E);
	assign writeData_E = readData2_E;
endmodule
module fetch #(parameter N=64)
			  (input logic PCSrc_F, clk, reset, EProc_F,
			   input logic [N-1:0] PCBranch_F, EVAddr_F,
			   output logic[N-1:0] imem_addr_F, NextPC_F);
	logic [N-1:0] PC_out, adder_out, mux1_out, mux2_out;
	flopr #(N) PC   (clk, reset, mux2_out, PC_out);
	adder #(N) Add  (PC_out, 64'h4, adder_out);
	mux2  #(N) MUX1 (adder_out, PCBranch_F, PCSrc_F, mux1_out);
	mux2  #(N) MUX2 (mux1_out, EVAddr_F, EProc_F, mux2_out);
	assign imem_addr_F = PC_out;
	assign NextPC_F = mux1_out;
endmodule
module flopr #(parameter N = 64)
			  (input logic clk, reset,
			   input logic [N-1: 0] d,
			   output logic [N-1: 0] q);
	always_ff @(posedge clk, posedge reset)
		if (reset) q <= 'b0;
		else	   q <= d;
endmodule
module flopr_e #(parameter N = 64)
				(input logic clk, reset, enable,
				input logic [N-1: 0] d,
				output logic [N-1: 0] q);
	always_ff @(posedge clk, posedge reset)
		if (reset)       q <= '0;
		else if (enable) q <= d;
endmodule
module memory (input logic Branch_M, zero_M,
			   output logic PCSrc_M);
	assign PCSrc_M = Branch_M & zero_M;
endmodule
module mux2 #(parameter N = 64)
			 (input logic [N-1:0] d0, d1,
			  input logic s,
			  output logic [N-1:0] y);
	assign y = s ? d1 : d0;
endmodule
module mux4 #(parameter N=64)
				(input logic [N-1:0] d0, d1, d2, d3,
				 input logic [1:0] s,
				 output logic [N-1:0] y);
assign y = s[1] ? (s[0] ? d3 : d2):(s[0] ? d1 : d0);
endmodule
module regfile #(parameter N=64)
				(input logic clk,	we3,
			 	 input logic [4:0] ra1, ra2, wa3,
			 	 input logic [N-1:0] wd3,
			 	 output logic [N-1:0] rd1, rd2);
	logic [N-1:0] REGS [0:31];
	initial 
	begin
		REGS  = '{default:'0};
		for (logic [N-1:0] i = 0; i < 'd31; ++i) REGS[i] = i;
	end
	always @(posedge clk)
		if (we3)
			REGS[wa3] <= wd3;
		always_comb begin
			rd1 <= (ra1 == 5'd31) ? 64'b0 : REGS[ra1];
			rd2 <= (ra2 == 5'd31) ? 64'b0 : REGS[ra2];
		end
endmodule
module signext (input logic [31:0] a,
				output logic [63:0] y);
	always_comb
		casez (a[31:21])			
			11'b111_1100_00?0: y = {{55{a[20]}}, a[20:12]};
			11'b101_1010_????: y = {{45{a[23]}}, a[23:5]};	
			default: y = '0;
		endcase
endmodule
module sl2 #(parameter N = 64)
			(input logic [N-1:0] a,
			 output logic [N-1:0] y);
	assign y[0] = 1'b0;
	assign y[1] = 1'b0;
	assign y[N-1:2] = a[N-3:0];
endmodule
module writeback #(parameter N = 64)
				  (input logic [N-1:0] aluResult_W, DM_readData_W,
				   input logic memtoReg,
				   output logic [N-1:0] writeData3_W);
	mux2 #(64) MtoRmux (.d0(aluResult_W), .d1(DM_readData_W), .s(memtoReg), .y(writeData3_W));
endmodule

==> deck_impl_summary.md <==
Run Summary

Power
  • Logic pwr share: a little over 20%
  • Leak: a little over 50 nW
  • Worst vdd ir: 0.00000853 V
  • Cell internal pwr: roughly 1.2 mW
  • Reg power frac: around two fifths
  • PD cells: about 12 nW/µm²
  • Clock network fraction of total power: approximately two fifths
  • Switching Power: between 500 and 600 µW
  • Sw Ratio: a little under a third

Worst setup path
  • Delay-heaviest family, CP: buffers and inverters
  • Crit path DAT: just over 40 ns
  • CP max stage delay: around 1.1 ns
  • Crit path buf inv count: 11
  • Worst EP required: ~110 ns
  • Crit-path slowest cell: a21oi_1
  • Crit. End Element: output port
  • Worst Path Class, Setup: in -> out
  • Critical Path Most Common Cell: buf_4
  • Worst-path maximum fanout: roughly 58
  • Setup crit start kind: input pin

Clock tree
  • CTS Hold Bufs: 0
  • Clock root cell: clkbuf_16
  • H-tree lvl count: 5
  • Clock latency (worst-skew pair): ~0.94 ns
  • Post-CTS setup repair buffer count: 0
  • Max Buffers Root-to-Sink: 4
  • Clock buffer count from CTS: between 200 and 300
  • Clock slew at reported path FFs: 0.06 ns
  • Cts repair resizes: 0
  • CTS tree: done

Global route
  • Vias in the first global route: roughly 120k
  • Initial antenna violation count: around 70
  • First-pass GRT wire length: around 920000 µm
  • Pin count of the biggest net entering global routing: 86
  • Total gr overflow: 0
  • All-Layer GR Usage: a little over two fifths

Detailed routing
  • Pre-antenna DRT Iters: 24
  • # DRC: 0
  • Routed WL per cell: around 41 µm
  • Vias after detailed routing: roughly 110k
  • Post-route ant nets: 0
  • DRT Wirelength: approximately 670000 µm
  • DR iter-0 viols: between 10000 and 15000
  • Vias/cell: slightly below 7

Floorplan
  • Fp_density: between 40 and 50%
  • Core area: ~330000 µm²
  • Rows: between 200 and 250
  • Die Height: 575 µm
  • Die area: 331000 µm²
  • Die span in x: about 580 µm
  • IO Pins: about 310

Final timing
  • Hold_ws: between 0.4 and 0.5 ns
  • Final Hold Viols: 0
  • Clk_skew: 0.0633 ns
  • Max Slew Vio Count: 10
  • Period utilization: about half
  • Slew at the pin with the worst max-slew slack: approximately 1.8 ns
  • FMAX: roughly 0.014 GHz
  • Final setup viols: 0
  • Setup repair after global routing missed its margin: false
  • Slew margin rel.: -19.4%
  • Setup TNS Final: 0 ns
  • Endpoints left unconstrained: 1
  • Post-layout min period: approximately 70 ns
  • Register pins left without a clock: 1

Yosys
  • Flip-flops with a built-in enable: slightly above 2000
  • Yosys cell count: about 12000
  • Yosys stat chip area: roughly 130000 µm²
  • Post-synth regs: 2245
  • Yosys cell types: 111
  • Ys Warns: 0
  • Prevailing post-synth register cell: edfxtp_1
  • Synthesized area per cell: between 10 and 15 µm²
  • Syn Inst Count: about 12000
  • Ys async rst share: between 8 and 9%
  • Post-Synthesis Cell Area: 131000 µm²

Flow run
  • Tool warnings: 30
  • Max Cap Viol: 3

Layout
  • Cell area after layout: about 150000 µm²
  • Share of the core filled with cells: 45.6%
  • Fin cells: roughly 16000
  • Commonest Layout Cell: edfxtp_1
  • Most frequent cells in the layout: edfxtp_1, nand2_1, a21oi_1
  • Share of cells above drive strength 1: between 15 and 20%
  • P&R area growth vs syn: 13.4%

Outcome
  • Failing checks: capacitance limit, slew limit
  • Status: finished, violations left

Placement
  • Port bufs: ~310
  • Gpl congestion: ~1.1
  • Placed cell count: 15900
  • Final HPWL DP: roughly 440000 µm
  • Placed standard-cell area: ~140000 µm²

Hold path
  • Worst hold-check path type: reg -> reg
==> final timing paths <==
| kind | startpoint | to | slack, ns | depth (start not counted) |
|---|---|---|---|---|
| setup / recovery | reg2loc | DM_addr[62] | 72.62 | 35 |
| hold / removal | EXCEPTION.ELR.q[57] | EXCEPTION.ELR.q[57] | 0.47 | 2 |
| setup reg to reg | DECODE.registers.REGS[24][5] | EXCEPTION.ERR.q[1] | 130.32 | 33 |
| hold reg to reg | EXCEPTION.ELR.q[57] | EXCEPTION.ELR.q[57] | 0.47 | 2 |
| max in group asynchronous | reset | FETCH.PC.q[52] | 112.71 | 4 |
| min in group asynchronous | reset | FETCH.PC.q[31] | 28.12 | 2 |
==> cell type report <==
type | instances | area, µm²
clock inverters | 133 | 1280
clock buffers | 348 | 7230
flip-flops and latches | 2245 | 66400
well taps | 4346 | 5440
repair buffers | 898 | 7700
diodes | 70 | 175
multi-input cells | 8242 | 60200
fillers | 28400 | 178000
inverters | 130 | 531
==> Yosys cell counts, drive strengths merged, types with 75 or more instances <==
master,n,share of area (%)
a21o,117,0.67
and2,97,0.46
edfxtp,2048,47
nor3,115,0.45
a211oi,579,3.3
nor2b,128,0.61
inv,126,0.36
ha,129,1.2
mux2i,351,2.7
dfrtp,196,3.7
clkbuf,409,1.2
a221oi,91,0.62
a21oi,924,3.5
nand4,75,0.36
nand3,287,1.1
o211ai,92,0.53
o31ai,82,0.47
a31oi,248,1.2
mux4,535,9.2
nand2,1599,4.6
buf,599,2.6
o22ai,121,0.58
mux2,166,1.4
xnor2,144,0.96
a22oi,101,0.58
o21ai,689,2.6
a21boi,212,1.2
nor2,466,1.3
==> through the flow <==
step                      setup slack, ns  power (mW)
after floorplan                     79.15       0.935
after global placement              72.89        1.10
after detailed placement            73.05        1.10
after CTS                           73.01        1.77
after global routing                72.32        1.83
final                               72.62        1.79
==> registers in the layout, indices dropped and copies added (netlist names) <==
signal / cells
EXCEPTION.ESync.out: 1
EXCEPTION.ERR.q: 64
FETCH.PC.q: 64
EXCEPTION.ELR.q: 64
DECODE.registers.REGS: 2048
EXCEPTION.ESR.q: 4
==> cells by family (layout without fill, tap and decap cells) <==
family	count (synthesis)	in the layout	share of synthesized area, %
mux	1052	1052	13.3
buf+inv	1138	1509	4.13
compound gates	3773	3773	18.8
simple gates	3062	3062	10.4
latches	1	1	0.0114
fa+ha+maj	139	139	1.32
flops	2244	2244	50.6
xor+xnor	216	216	1.44
other cells	0	70	0
==> power groups by stage <==
stage	combinational, mW	sequential (mW)	clock [mW]
after global routing	0.372	0.745	0.710
final	0.362	0.744	0.684
after CTS	0.344	0.744	0.685
==> worst register-to-register path, delay by kind of cell (launching register included) <==
family	cells	cell delay, ns
AND-OR/OR-AND	13	4.75
AND/OR/NAND/NOR	11	4.04
buffers and inverters	5	1.88
multiplexers	2	0.54
flip-flops	1	0.42
adder cells (fa/ha/maj)	1	0.41
XOR/XNOR	1	0.17
==> per-layer routing <==
layer | vias up | GRT usage [%] | wire length [µm]
met5 | - | 16.2 | 7090
met2 | 9952 | 55.9 | 271000
met4 | 148 | 24.7 | 49100
met3 | 2419 | 35.9 | 135000
met1 | 54900 | 47.0 | 209000
li1 | 45900 | - | -
No activity file was given, so power comes from the tool's default toggle rates.
